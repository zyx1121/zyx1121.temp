==> flow/design.v <==
module lab3 #(
  parameter RGB_NUM_WIDTH = 4,
  parameter RGB_NUM = 8,
  parameter WHITE   = 24'b100110011001100110011001,
  parameter RED     = 24'hff0000,
  parameter GREEN   = 24'h00ff00,
  parameter BLUE    = 24'h0000ff,
  parameter YELLOW  = 24'hffff00,
  parameter CYAN    = 24'h00ffff,
  parameter MAGENTA = 24'hff00ff,
  parameter BLACK   = 24'h000000
)(
  input CLOCK_50,
  input [3:0] KEY,
  output RGB_DATA
);
  wire reset_n;
  wire [23:0] rgb_data [RGB_NUM - 1:0];
  wire [RGB_NUM_WIDTH - 1:0] rgb_index;
  assign reset_n = KEY[3];
  assign rgb_data[0] = WHITE;
  assign rgb_data[1] = RED;
  assign rgb_data[2] = GREEN;
  assign rgb_data[3] = BLUE;
  assign rgb_data[4] = YELLOW;
  assign rgb_data[5] = CYAN;
  assign rgb_data[6] = MAGENTA;
  assign rgb_data[7] = BLACK;
  ws2812_controller #(
    .RGB_NUM_WIDTH(RGB_NUM_WIDTH),
    .RGB_NUM(RGB_NUM)
  ) rgb_strip (
    .clock(CLOCK_50),
    .reset_n(reset_n),
    .data_in(rgb_data[rgb_index]),
    .data_index(rgb_index),
    .data_out(RGB_DATA)
  );
endmodule
module ws2812_controller #(
  parameter RGB_NUM_WIDTH = 4,
  parameter RGB_NUM = 8,
  parameter DIV_WIDTH = 5,
  parameter DIV = 20
)(
  input clock,
  input reset_n,
  input [23:0] data_in,
  output reg [RGB_NUM_WIDTH - 1:0] data_index,
  output reg data_out
);
  reg [2:0] status;
  reg [DIV_WIDTH - 1:0] counter;
  reg [6:0] rst_counter;
  reg [4:0] bit_index;
  reg clock_400ns;
  localparam RST  = 3'd0;
  localparam LO_0 = 3'd1;
  localparam LO_1 = 3'd2;
  localparam HI_0 = 3'd3;
  localparam HI_1 = 3'd4;
  localparam DONE = 3'd5;
  always @(posedge clock, negedge reset_n) begin
    if (!reset_n) begin
      counter     <= 1'b0;
      clock_400ns <= 1'b0;
    end else begin
      counter     <= (counter == DIV - 1'b1) ? 1'b0 : counter + 1'b1;
      clock_400ns <= (counter == DIV - 1'b1) ? ~clock_400ns : clock_400ns;
    end
  end
  always @(posedge clock_400ns, negedge reset_n) begin
    if (!reset_n) begin
      status      <= RST;
      bit_index   <= 1'b0;
      data_index  <= 1'b0;
      rst_counter <= 1'b0;
    end else begin
      case (status)
        RST: begin
          status      <= (rst_counter == 7'd125) ? (data_in[bit_index] == 1'b0) ? LO_0 : HI_0 : RST;
          rst_counter <= (rst_counter == 7'd125) ? 1'b0 : rst_counter + 1'b1;
        end
        LO_0: begin
          status <= LO_1;
        end
        LO_1: begin
          status <= DONE;
        end
        HI_0: begin
          status <= HI_1;
        end
        HI_1: begin
          status <= DONE;
        end
        DONE: begin
          status     <= (data_index == RGB_NUM - 1'b1 && bit_index == 5'd23) ? RST : (data_in[bit_index] == 1'b0) ? LO_0 : HI_0;
          bit_index  <= (bit_index == 5'd23) ? 1'b0 : bit_index + 1'b1;
          data_index <= (bit_index == 5'd23) ? (data_index == RGB_NUM - 1'b1) ? 1'b0 : data_index + 1'b1 : data_index;
        end
        default: begin
          status      <= RST;
          bit_index   <= 1'b0;
          data_index  <= 1'b0;
          rst_counter <= 1'b0;
        end
      endcase
    end
  end
  always @(*) begin
    if (!reset_n) begin
      data_out <= 1'b0;
    end else begin
      case (status)
        RST: begin
          data_out <= 1'b1;
        end
        LO_0: begin
          data_out <= 1'b1;
        end
        LO_1: begin
          data_out <= 1'b0;
        end
        HI_0: begin
          data_out <= 1'b1;
        end
        HI_1: begin
          data_out <= 1'b1;
        end
        DONE: begin
          data_out <= 1'b0;
        end
        default: begin
          data_out <= 1'b1;
        end
      endcase
    end
  end
endmodule
==> flow/run.sh <==
#!/bin/bash
# OpenROAD 26Q1-2900-gdf79404cd8, Yosys 0.63+post, stock flow scripts
make -C /OpenROAD-flow-scripts/flow DESIGN_CONFIG=/design/flow/config.mk WORK_HOME=/design/flow/orfs finish
==> flow/config.mk <==
export PLATFORM = sky130hd
export DESIGN_NAME = lab3
export DESIGN_NICKNAME = lab3
export VERILOG_FILES = /design/flow/design.v
export SDC_FILE = /design/flow/constraint.sdc
export NUM_CORES = 4
export LEC_CHECK = 1
export CORE_UTILIZATION = 30
==> flow/constraint.sdc <==
current_design lab3

set clk_period 1.4
set clk_io_pct 0.2

create_clock -name clk0 -period $clk_period [get_ports {CLOCK_50}]

set non_clock_inputs [all_inputs -no_clocks]
set_input_delay [expr $clk_period * $clk_io_pct] -clock clk0 $non_clock_inputs
set_output_delay [expr $clk_period * $clk_io_pct] -clock clk0 [all_outputs]
==> flow_summary.toml <==
# physical design summary
[critical_path]
worstPathArrival_ps = 1050
critical_path.max_fanout = 2
critical_path_cell_count = 3
cp_data_required_time_ps = 1120
timing.critical_path.from_type = "primary input"
worstSetupPathType = "in2out"
crit_slowest_cell = "sky130_fd_sc_hd__clkdlybuf4s50_1"
cp_slowest_stage_delay_ps = 450
setup.worst_path.end_class = "output port"
worstRegToRegCells = 3
crit_buf_inv = 2
critPathTopFamily = "buffers and inverters"
timing.reg2reg.setup_slack_ps = 250
cp_cell_sequence = "clkdlybuf4s15_1 > and2_1 > clkdlybuf4s50_1"

[run_status]
outcome = "finished clean"

[logic_synthesis]
asyncSetResetFlopFracSynth_pct = 100
syn-instance-count = 148
yosysCellCount = 148
edf_count = 0
synthesis.area_um2 = 1460
synth_cell_types = 38
synth_seq_share_pct = 48.0
yosys_most_used_dff = "sky130_fd_sc_hd__dfrtp_1"
ff_latch_count_synth = 28
yosysWarningCount = 2
synth.yosys.chip_area_um2 = 1460
synthesis.area_per_instance_um2 = 9.88

[detailed_routing]
detail_route.iter0.violations = 36
detail_route.wirelength_um = 2340
firstDrtPassIters = 4
n_antenna_cell = 0
via_count = 1015
mean_routed_wirelength_per_cell_um = 11.2
antenna_violating_nets_post_route = 0
route.detailed.vias_per_inst = 4.88
drc_errors = 0

[clocking]
clkTransAtPathRegs_ps = 40
clk_latency_ps = 220
ctsLongestPathBuffers = 2
cts_tree = "built"
numCtsBuffers = 3
maximum_level_of_the_cts_h_tree = 1
post-cts-setup-buffers = 0
clockRootBuffer = "sky130_fd_sc_hd__clkbuf_8"

[final_layout]
fin_area_um2 = 1600
layout.cells.most_common_list = "27 x sky130_fd_sc_hd__dfrtp_1, 17 x sky130_fd_sc_hd__nand2_1, 12 x sky130_fd_sc_hd__nand3_1"
finalNonFillerCells = 208
area_delta_synth_final_pct = 9.07
drive_gt1_share_pct = 8.44
lay_top_count = "sky130_fd_sc_hd__dfrtp_1"
num-fill-cells = 476

[power_and_ir_drop]
vdd.ir_drop.worst_uv = 546
cellPowerDensity_nw_per_um2 = 284
cellLeakagePower_nw = 0.733

[sta]
untimed_endpoints = 22
finalSetupViolations = 0
rsz0062_at_grt = "false"
final_hold_viol_count = 0
finClkSkew_ps = 3.99
max_freq_mhz = 749
timing.max_slew.rel_slack_pct = 67.2
finalCritPeriodShare_pct = 95.3
number_of_register_pins_that_no_clock_reaches = 22
fin_crit_ps = 1330
worst-slew-pin-transition_ps = 488
hold-worst-slack_ps = 191
slew_viol_final = 0

[floorplanning]
die_height_um = 71.8
num_rows = 25
die_width_um = 71.8
initCoreUtil_pct = 31.2
boundaryPins = 6
core_area_um2 = 4690
die-area_um2 = 5160

[global_routing]
vias_in_the_first_global_route = 960
grt_util_all_layers_pct = 10.2
grt_pass1_wl_um = 4220
antenna_found_initial = 0
grt_overflow_total = 0
grt_max_degree = 29

[placement]
placedCellCount = 205
dpl-instance-area_um2 = 1550
io_buffers = 2
finalWeightedCongestion = 0.778
post-dp-hpwl_um = 1730

[job]
tool_warnings = 32
max-cap-violations = 0

[hold_path]
holdCritPathClass = "in2async"
-- metrics by stage --
step           setup slack [ps]  setup TNS (ps)  power [W]  utilization [%]
2_1_floorplan               349               0   0.000177                -
5_1_grt                    4.81               0   0.000474             34.0
6_report                   65.2               0   0.000452             34.0
3_5_place_dp               -252            -252   0.000201             33.1
3_3_place_gp               -245            -245   0.000202             33.1
4_1_cts                    19.8               0   0.000459             34.0
-- cell usage after synthesis, types with 3 or more instances --
master	count	area, µm²
sky130_fd_sc_hd__inv_1	9	33.8
sky130_fd_sc_hd__o31ai_1	5	37.5
sky130_fd_sc_hd__o21ai_0	9	45.0
sky130_fd_sc_hd__nor3_1	4	20.0
sky130_fd_sc_hd__nand3_1	12	60.1
sky130_fd_sc_hd__xor2_1	7	61.3
sky130_fd_sc_hd__ha_1	9	113
sky130_fd_sc_hd__nor2_1	10	37.5
sky130_fd_sc_hd__nand2b_1	3	18.8
sky130_fd_sc_hd__dfrtp_1	27	676
sky130_fd_sc_hd__a21oi_1	5	25.0
sky130_fd_sc_hd__nor3b_1	3	22.5
sky130_fd_sc_hd__nand2_1	17	63.8
-- flip-flops by register name (all words and copies together) (netlist names) --
register,count
rgb_strip.status,6
rgb_strip.bit_index,5
rgb_strip.clock_400ns,1
rgb_strip.data_index,4
rgb_strip.rst_counter,7
rgb_strip.counter,5
-- per-layer routing --
| metal | track usage, % | vias up | wire length, µm |
|---|---|---|---|
| li1 | - | 529 | - |
| met1 | 17.2 | 482 | 1290 |
| met2 | 15.9 | 4 | 1040 |
| met3 | 0.571 | 0 | 14 |
| met4 | 0.436 | 0 | 0 |
| met5 | 0 | - | 0 |
-- kinds of logic after synthesis --
kind of cell               after synthesis  share of synthesized area (%)
buffers and inverters                   10                           3.08
AOI/OAI and AO/OA                       28                           12.7
and+or+nand+nor                         65                           23.8
adders and majority gates                9                           7.70
DFF                                     28                           48.0
xor gates and xnor gates                 8                           4.79
-- final timing paths --
path / start / endpoint
setup / recovery: KEY[3] / RGB_DATA
hold / removal: KEY[3] / rgb_strip.counter[2]$_DFF_PN0_
setup reg to reg: rgb_strip.counter[0]$_DFF_PN0_ / rgb_strip.clock_400ns$_DFFE_PN0N_
hold reg to reg: rgb_strip.clock_400ns$_DFFE_PN0N_ / rgb_strip.clock_400ns$_DFFE_PN0N_
max in group asynchronous: KEY[3] / rgb_strip.counter[0]$_DFF_PN0_
min in group clk0: rgb_strip.clock_400ns$_DFFE_PN0N_ / rgb_strip.clock_400ns$_DFFE_PN0N_
-- layout make-up --
cell class                 count  area [µm²]  share of cell area, %
inverter                       9        33.8                   2.12
tap                           54        67.6                   4.24
sequential                    28         702                   44.0
multi-input combinational    110         716                   44.9
timing repair buffer           4        35.0                   2.20
clock buffer                   3        41.3                   2.59
-- power breakdown --
part           total [W]  switching [W]  internal (W)
Sequential      0.000174              0      0.000174
Combinational  0.0000228      0.0000163    0.00000657
Clock           0.000256      0.0000712      0.000184
-- what timing repair did --
item	CTS	global route
hold buffers	0	0
endpoints found under the setup margin	1	1
resized	1	1
cloned	0	0
pin swaps	0	0
Power is estimated from default activity; no workload was simulated.
